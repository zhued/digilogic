==> design/flow/config.mk <==
export PLATFORM = sky130hd
export DESIGN_NAME = Project2
export DESIGN_NICKNAME = Project2
export VERILOG_FILES = /design/flow/design.v
export SDC_FILE = /design/flow/constraint.sdc
export NUM_CORES = 4
export LEC_CHECK = 1
export CORE_AREA = 10 10 70 70
export DIE_AREA = 0 0 80 80
==> design/flow/constraint.sdc <==
current_design Project2

set clk_period 3.3
set clk_io_pct 0.2

create_clock -name clk0 -period $clk_period

set non_clock_inputs [all_inputs -no_clocks]
set_input_delay [expr $clk_period * $clk_io_pct] -clock clk0 $non_clock_inputs
set_output_delay [expr $clk_period * $clk_io_pct] -clock clk0 [all_outputs]
==> design/flow/design.v <==
module Project2(x01,x00,x11,x10,y01,y00,y11,y10,c0,c1,c2,s01,s00,s11,s10,g0,g1,p0,p1);
	input x01,x00,x11,x10,y01,y00,y11,y10,c0;
	output s01,s00,s11,s10,c1,c2,g0,g1,p0,p1;
	assign s01 = x00&y00&~c0 | ~x01&~x00&y01&~c0 | x01&~y01&~y00&~c0 | x01&y01&c0 | ~x01&~x00&y00&c0 | x00&~y01&~y00&c0; 
	assign s00 = x01&y01&~c0 | ~x01&~x00&y00&~c0 |  x00&~y01&~y00&~c0 | x01&y00&c0 |  x00&y01&c0 | ~x01&~x00&~y01&~y00&c0;
	assign g0 = x00&y01 | x01&y00 | x01&y01;
	assign p0 = y01 | x00&y00 |  x01;
	assign c1 = g0 | p0&c0;
	assign s11 = x10&y10&~c1 | ~x11&~x10&y11&~c1 | x11&~y11&~y10&~c1 | x11&y11&c1 | ~x11&~x10&y10&c1 | x10&~y11&~y10&c1;
	assign s10 = x11&y11&~c1 | ~x11&~x10&y10&~c1 |  x10&~y11&~y10&~c1 | x11&y10&c1 |  x10&y11&c1 | ~x11&~x10&~y11&~y10&c1;
	assign g1 = x10&y11 | x11&y10 | x11&y11;
	assign p1 = y11 | x10&y10 | x11;
	assign c2 = g1 | p1&g0 | p1&p0&c0;
endmodule
==> design/flow/run.sh <==
#!/bin/bash
# OpenROAD 26Q1-2900-gdf79404cd8, Yosys 0.63+post, stock flow scripts
make -C /OpenROAD-flow-scripts/flow DESIGN_CONFIG=/design/flow/config.mk WORK_HOME=/design/flow/orfs finish
==> run_results.csv <==
group,metric,value,unit
status,outcome,"finished clean",
grt,grt_remaining_overflow,0,
final_timing,period_needed,3210,ps
drt,drcViolationCount,0,
drt,avgViaCountPerCell,3.34,
hold_path,hp-class,"in2out",
hold_path,hold_depth,4,
critical_path,crit_path_cell_trace,"dlygate4sd2_1 > buf_4 > a211oi_4 > a211oi_4 > mux2_4 > a221o_1 > clkdlybuf4s50_1",
final_timing,worst_pin_slew,294,ps
layout,seq_cells,0,
power,pwr-share-comb,100.0,%
hold_path,hold_path_startpoint,"x00",
placed_design,gp_congestion,0.786,
critical_path,path_common_cell,"a211oi_4",
final_timing,fmax,312,MHz
grt,grt_pass1_vias,343,
critical_path,cp-end-kind,"output port",
layout,fin_area,581,µm²
power,ir_worst_vdd,0.0000208,V
layout,logic_area,272,µm²
drt,ant_nets,0,
final_timing,rsz0062_at_grt,"false",
power,sequentialPowerShare,0,%
power,power_density,141,nW/µm²
layout,drive_above_1_share,28.6,%
placed_design,dpl_cell_area,579,µm²
power,clockPowerShare,0,%
floorplanning,ios,19,
floorplanning,fp-row-count,21,
synth,yosys.stat.seqShare,0,%
final_timing,finalHoldViolCount,0,
synth,area_leaders,"a211oi_4 14%, mux2i_1 14%, mux2_2 11%",
layout,syn2layout_area_growth,96.6,%
layout,ff_latch_area,0,µm²
critical_path,startpoint_type,"input port",
drt,drt-total-wl,976,µm
critical_path,required,2640,ps
synth,most_common_cell,"nand2_1",
power,p_int,0.0531,mW
drt,drt_iter0_markers,5,
grt,grt_antenna_before_repair,0,
placed_design,portBuffers,19,
hold_path,hold-path-endpoint,"p0",
power,p_sw_share,35.3,%
placed_design,dp_hpwl,870,µm
synth,synth_cell_types,17,
synth,ys_area,295,µm²
floorplanning,initCoreUtil,8.64,%
synth,syn-cell-area,295,µm²
synth,syn_avg_cell_area,7.77,µm²
critical_path,path_max_fanout,4,
power,power.net_switching,0.0290,mW
floorplanning,core_area,3420,µm²
critical_path,cp_slowest_cell,"clkdlybuf4s50_1",
grt,grt.total_usage,2.79,%
synth,synth_top_area_share,13.6,%
drt,num_vias,364,
synth,top_cells_by_count,"7 x nand2_1, 6 x nor2_1, 4 x mux2i_1",
layout,num-fill-cells,402,
job,warnings,32,
synth,largest_area_cell,"a211oi_4",
floorplanning,die_h,80,µm
power,total_power,0.0821,mW
drt,routedWlPerCell,8.95,µm
final_timing,slew_headroom,80.4,%
synth,synthCells,38,
layout,clock_buffers,0,
grt,grt_first_pass_wirelength,1560,µm
drt,dr.pass1.iters,4,
final_timing,drv_slew,0,
synth,synth.yosys.warnings,0,
critical_path,max_stage_delay,410,ps
synth,synth_stat.cells,38,
final_timing,setup_violations,0,
final_timing,period_used_share,97.2,%
critical_path,worst-setup-path-type,"in2out",
grt,grt_max_degree,7,
job,max_cap_viol_count,0,
floorplanning,die_x,80,µm
critical_path,cp.arrival,2550,ps
power,p_leak,0.236,nW
clock_tree,ctsHoldBuffers,0,
drt,n_antenna_cell,0,
floorplanning,die_area,6400,µm²
==> cell usage in the layout, fill, tap and decap left out, drive strengths merged <==
cell           instances
a211o                  2
a211oi                 2
a21o                   1
a21oi                  2
a221o                  3
buf                    9
clkdlybuf4s50         14
dlygate4sd2            5
mux2                   4
mux2i                  4
nand2                  7
nor2                   7
nor2b                  1
nor3                   2
==> cell type report <==
cell class,instances,area share (%)
Multi-Input combinational cell,35,46.8
Tap cell,46,9.91
Timing Repair Buffer,28,43.3
==> power groups by stage <==
stage | Clock (mW) | Sequential, mW | Combinational (mW)
finish | 0 | 0 | 0.0821
global route | 0 | 0 | 0.0894
CTS | 0 | 0 | 0.0837
==> worst max-delay path: cells and delay by family <==
family,cells,cell delay [ps]
AOI/OAI and AO/OA,3,710
muxes,1,340
buffers and inverters,3,840
==> stage by stage <==
| stage | setup TNS (ps) | hold slack, ps | cells | setup slack, ps | utilization, % |
|---|---|---|---|---|---|
| 2_1_floorplan | 0 | 1370 | 38 | 721 | - |
| 3_5_place_dp | -385 | 2380 | 108 | -225 | 17.0 |
| 4_1_cts | 0 | 2260 | 109 | 44.6 | 17.0 |
| 6_report | 0 | 2240 | 109 | 92.8 | 17.0 |
| 5_1_grt | 0 | 2290 | 109 | 3.07 | 17.0 |
| 3_3_place_gp | -365 | 2370 | 108 | -213 | 17.0 |
==> routing by layer <==
metal	global-route usage, %	part of all wire, %	up-vias
li1	-	-	189
met1	3.03	40	173
met2	5.70	57	2
met3	0.455	2.9	0
met4	0	0	0
met5	0	0	-
==> logic make-up (layout without fill, tap and decap cells) <==
logic type / after synthesis / in the layout / share of synthesized area, %
simple gates: 17 / 17 / 25.8
compound gates: 10 / 10 / 36.0
mux: 8 / 8 / 30.1
buf+inv: 3 / 28 / 8.05
==> worst max-delay path by stage <==
stage	cells past startpoint	startpoint	end	slack (ps)
CTS	7	c0	s10	40
finish	7	y01	s10	90
global route	7	y01	s10	3
==> what timing repair did <==
action                                  in CTS  in global routing
setup buffers                                1                  0
gates cloned                                 0                  0
hold endpoints to repair                     0                  0
resized                                      5                  0
pin swaps                                    1                  1
endpoints found under the setup margin       2                  1
Power figures rest on the tool's default switching activity, not on a simulated workload.
